### ./run.sh
#!/bin/bash
# OpenROAD 26Q1-2900-gdf79404cd8, Yosys 0.63+post, stock flow scripts
make -C /OpenROAD-flow-scripts/flow DESIGN_CONFIG=/design/flow/config.mk WORK_HOME=/design/flow/orfs finish
### ./config.mk
export PLATFORM = sky130hd
export DESIGN_NAME = top_CLA16
export DESIGN_NICKNAME = top_CLA16
export VERILOG_FILES = /design/flow/design.v
export SDC_FILE = /design/flow/constraint.sdc
export NUM_CORES = 4
export LEC_CHECK = 1
export CORE_AREA = 10 10 102 102
export DIE_AREA = 0 0 112 112
export SYNTH_HDL_FRONTEND = slang
### ./constraint.sdc
current_design top_CLA16

set clk_period 4.3
set clk_io_pct 0.2

create_clock -name clk0 -period $clk_period

set non_clock_inputs [all_inputs -no_clocks]
set_input_delay [expr $clk_period * $clk_io_pct] -clock clk0 $non_clock_inputs
set_output_delay [expr $clk_period * $clk_io_pct] -clock clk0 [all_outputs]
### ./design.v
module PGGen(output g, p, input a, b);
  and #(1) (g, a, b);
  xor #(2) (p, a, b);
endmodule
module top_CLA16(output [15:0] sum, output cout, input [15:0] a, b);
wire [2079:0] g, p, c;
wire [135:0] e;
wire cin;
buf #(1) (cin, 0);
and #(1) (e[0], cin, p[0]);
or #(1) (c[0], e[0], g[0]);
and #(1) (e[1], cin, p[0], p[1]);
and #(1) (e[2], g[0], p[1]);
or #(1) (c[1], e[1], e[2], g[1]);
and #(1) (e[3], cin, p[0], p[1], p[2]);
and #(1) (e[4], g[0], p[1], p[2]);
and #(1) (e[5], g[1], p[2]);
or #(1) (c[2], e[3], e[4], e[5], g[2]);
and #(1) (e[6], cin, p[0], p[1], p[2], p[3]);
and #(1) (e[7], g[0], p[1], p[2], p[3]);
and #(1) (e[8], g[1], p[2], p[3]);
and #(1) (e[9], g[2], p[3]);
or #(1) (c[3], e[6], e[7], e[8], e[9], g[3]);
and #(1) (e[10], cin, p[0], p[1], p[2], p[3], p[4]);
and #(1) (e[11], g[0], p[1], p[2], p[3], p[4]);
and #(1) (e[12], g[1], p[2], p[3], p[4]);
and #(1) (e[13], g[2], p[3], p[4]);
and #(1) (e[14], g[3], p[4]);
or #(1) (c[4], e[10], e[11], e[12], e[13], e[14], g[4]);
and #(1) (e[15], cin, p[0], p[1], p[2], p[3], p[4], p[5]);
and #(1) (e[16], g[0], p[1], p[2], p[3], p[4], p[5]);
and #(1) (e[17], g[1], p[2], p[3], p[4], p[5]);
and #(1) (e[18], g[2], p[3], p[4], p[5]);
and #(1) (e[19], g[3], p[4], p[5]);
and #(1) (e[20], g[4], p[5]);
or #(1) (c[5], e[15], e[16], e[17], e[18], e[19], e[20], g[5]);
and #(1) (e[21], cin, p[0], p[1], p[2], p[3], p[4], p[5], p[6]);
and #(1) (e[22], g[0], p[1], p[2], p[3], p[4], p[5], p[6]);
and #(1) (e[23], g[1], p[2], p[3], p[4], p[5], p[6]);
and #(1) (e[24], g[2], p[3], p[4], p[5], p[6]);
and #(1) (e[25], g[3], p[4], p[5], p[6]);
and #(1) (e[26], g[4], p[5], p[6]);
and #(1) (e[27], g[5], p[6]);
or #(1) (c[6], e[21], e[22], e[23], e[24], e[25], e[26], e[27], g[6]);
and #(1) (e[28], cin, p[0], p[1], p[2], p[3], p[4], p[5], p[6], p[7]);
and #(1) (e[29], g[0], p[1], p[2], p[3], p[4], p[5], p[6], p[7]);
and #(1) (e[30], g[1], p[2], p[3], p[4], p[5], p[6], p[7]);
and #(1) (e[31], g[2], p[3], p[4], p[5], p[6], p[7]);
and #(1) (e[32], g[3], p[4], p[5], p[6], p[7]);
and #(1) (e[33], g[4], p[5], p[6], p[7]);
and #(1) (e[34], g[5], p[6], p[7]);
and #(1) (e[35], g[6], p[7]);
or #(1) (c[7], e[28], e[29], e[30], e[31], e[32], e[33], e[34], e[35], g[7]);
and #(1) (e[36], cin, p[0], p[1], p[2], p[3], p[4], p[5], p[6], p[7], p[8]);
and #(1) (e[37], g[0], p[1], p[2], p[3], p[4], p[5], p[6], p[7], p[8]);
and #(1) (e[38], g[1], p[2], p[3], p[4], p[5], p[6], p[7], p[8]);
and #(1) (e[39], g[2], p[3], p[4], p[5], p[6], p[7], p[8]);
and #(1) (e[40], g[3], p[4], p[5], p[6], p[7], p[8]);
and #(1) (e[41], g[4], p[5], p[6], p[7], p[8]);
and #(1) (e[42], g[5], p[6], p[7], p[8]);
and #(1) (e[43], g[6], p[7], p[8]);
and #(1) (e[44], g[7], p[8]);
or #(1) (c[8], e[36], e[37], e[38], e[39], e[40], e[41], e[42], e[43], e[44], g[8]);
and #(1) (e[45], cin, p[0], p[1], p[2], p[3], p[4], p[5], p[6], p[7], p[8], p[9]);
and #(1) (e[46], g[0], p[1], p[2], p[3], p[4], p[5], p[6], p[7], p[8], p[9]);
and #(1) (e[47], g[1], p[2], p[3], p[4], p[5], p[6], p[7], p[8], p[9]);
and #(1) (e[48], g[2], p[3], p[4], p[5], p[6], p[7], p[8], p[9]);
and #(1) (e[49], g[3], p[4], p[5], p[6], p[7], p[8], p[9]);
and #(1) (e[50], g[4], p[5], p[6], p[7], p[8], p[9]);
and #(1) (e[51], g[5], p[6], p[7], p[8], p[9]);
and #(1) (e[52], g[6], p[7], p[8], p[9]);
and #(1) (e[53], g[7], p[8], p[9]);
and #(1) (e[54], g[8], p[9]);
or #(1) (c[9], e[45], e[46], e[47], e[48], e[49], e[50], e[51], e[52], e[53], e[54], g[9]);
and #(1) (e[55], cin, p[0], p[1], p[2], p[3], p[4], p[5], p[6], p[7], p[8], p[9], p[10]);
and #(1) (e[56], g[0], p[1], p[2], p[3], p[4], p[5], p[6], p[7], p[8], p[9], p[10]);
and #(1) (e[57], g[1], p[2], p[3], p[4], p[5], p[6], p[7], p[8], p[9], p[10]);
and #(1) (e[58], g[2], p[3], p[4], p[5], p[6], p[7], p[8], p[9], p[10]);
and #(1) (e[59], g[3], p[4], p[5], p[6], p[7], p[8], p[9], p[10]);
and #(1) (e[60], g[4], p[5], p[6], p[7], p[8], p[9], p[10]);
and #(1) (e[61], g[5], p[6], p[7], p[8], p[9], p[10]);
and #(1) (e[62], g[6], p[7], p[8], p[9], p[10]);
and #(1) (e[63], g[7], p[8], p[9], p[10]);
and #(1) (e[64], g[8], p[9], p[10]);
and #(1) (e[65], g[9], p[10]);
or #(1) (c[10], e[55], e[56], e[57], e[58], e[59], e[60], e[61], e[62], e[63], e[64], e[65], g[10]);
and #(1) (e[66], cin, p[0], p[1], p[2], p[3], p[4], p[5], p[6], p[7], p[8], p[9], p[10], p[11]);
and #(1) (e[67], g[0], p[1], p[2], p[3], p[4], p[5], p[6], p[7], p[8], p[9], p[10], p[11]);
and #(1) (e[68], g[1], p[2], p[3], p[4], p[5], p[6], p[7], p[8], p[9], p[10], p[11]);
and #(1) (e[69], g[2], p[3], p[4], p[5], p[6], p[7], p[8], p[9], p[10], p[11]);
and #(1) (e[70], g[3], p[4], p[5], p[6], p[7], p[8], p[9], p[10], p[11]);
and #(1) (e[71], g[4], p[5], p[6], p[7], p[8], p[9], p[10], p[11]);
and #(1) (e[72], g[5], p[6], p[7], p[8], p[9], p[10], p[11]);
and #(1) (e[73], g[6], p[7], p[8], p[9], p[10], p[11]);
and #(1) (e[74], g[7], p[8], p[9], p[10], p[11]);
and #(1) (e[75], g[8], p[9], p[10], p[11]);
and #(1) (e[76], g[9], p[10], p[11]);
and #(1) (e[77], g[10], p[11]);
or #(1) (c[11], e[66], e[67], e[68], e[69], e[70], e[71], e[72], e[73], e[74], e[75], e[76], e[77], g[11]);
and #(1) (e[78], cin, p[0], p[1], p[2], p[3], p[4], p[5], p[6], p[7], p[8], p[9], p[10], p[11], p[12]);
and #(1) (e[79], g[0], p[1], p[2], p[3], p[4], p[5], p[6], p[7], p[8], p[9], p[10], p[11], p[12]);
and #(1) (e[80], g[1], p[2], p[3], p[4], p[5], p[6], p[7], p[8], p[9], p[10], p[11], p[12]);
and #(1) (e[81], g[2], p[3], p[4], p[5], p[6], p[7], p[8], p[9], p[10], p[11], p[12]);
and #(1) (e[82], g[3], p[4], p[5], p[6], p[7], p[8], p[9], p[10], p[11], p[12]);
and #(1) (e[83], g[4], p[5], p[6], p[7], p[8], p[9], p[10], p[11], p[12]);
and #(1) (e[84], g[5], p[6], p[7], p[8], p[9], p[10], p[11], p[12]);
and #(1) (e[85], g[6], p[7], p[8], p[9], p[10], p[11], p[12]);
and #(1) (e[86], g[7], p[8], p[9], p[10], p[11], p[12]);
and #(1) (e[87], g[8], p[9], p[10], p[11], p[12]);
and #(1) (e[88], g[9], p[10], p[11], p[12]);
and #(1) (e[89], g[10], p[11], p[12]);
and #(1) (e[90], g[11], p[12]);
or #(1) (c[12], e[78], e[79], e[80], e[81], e[82], e[83], e[84], e[85], e[86], e[87], e[88], e[89], e[90], g[12]);
and #(1) (e[91], cin, p[0], p[1], p[2], p[3], p[4], p[5], p[6], p[7], p[8], p[9], p[10], p[11], p[12], p[13]);
and #(1) (e[92], g[0], p[1], p[2], p[3], p[4], p[5], p[6], p[7], p[8], p[9], p[10], p[11], p[12], p[13]);
and #(1) (e[93], g[1], p[2], p[3], p[4], p[5], p[6], p[7], p[8], p[9], p[10], p[11], p[12], p[13]);
and #(1) (e[94], g[2], p[3], p[4], p[5], p[6], p[7], p[8], p[9], p[10], p[11], p[12], p[13]);
and #(1) (e[95], g[3], p[4], p[5], p[6], p[7], p[8], p[9], p[10], p[11], p[12], p[13]);
and #(1) (e[96], g[4], p[5], p[6], p[7], p[8], p[9], p[10], p[11], p[12], p[13]);
and #(1) (e[97], g[5], p[6], p[7], p[8], p[9], p[10], p[11], p[12], p[13]);
and #(1) (e[98], g[6], p[7], p[8], p[9], p[10], p[11], p[12], p[13]);
and #(1) (e[99], g[7], p[8], p[9], p[10], p[11], p[12], p[13]);
and #(1) (e[100], g[8], p[9], p[10], p[11], p[12], p[13]);
and #(1) (e[101], g[9], p[10], p[11], p[12], p[13]);
and #(1) (e[102], g[10], p[11], p[12], p[13]);
and #(1) (e[103], g[11], p[12], p[13]);
and #(1) (e[104], g[12], p[13]);
or #(1) (c[13], e[91], e[92], e[93], e[94], e[95], e[96], e[97], e[98], e[99], e[100], e[101], e[102], e[103], e[104], g[13]);
and #(1) (e[105], cin, p[0], p[1], p[2], p[3], p[4], p[5], p[6], p[7], p[8], p[9], p[10], p[11], p[12], p[13], p[14]);
and #(1) (e[106], g[0], p[1], p[2], p[3], p[4], p[5], p[6], p[7], p[8], p[9], p[10], p[11], p[12], p[13], p[14]);
and #(1) (e[107], g[1], p[2], p[3], p[4], p[5], p[6], p[7], p[8], p[9], p[10], p[11], p[12], p[13], p[14]);
and #(1) (e[108], g[2], p[3], p[4], p[5], p[6], p[7], p[8], p[9], p[10], p[11], p[12], p[13], p[14]);
and #(1) (e[109], g[3], p[4], p[5], p[6], p[7], p[8], p[9], p[10], p[11], p[12], p[13], p[14]);
and #(1) (e[110], g[4], p[5], p[6], p[7], p[8], p[9], p[10], p[11], p[12], p[13], p[14]);
and #(1) (e[111], g[5], p[6], p[7], p[8], p[9], p[10], p[11], p[12], p[13], p[14]);
and #(1) (e[112], g[6], p[7], p[8], p[9], p[10], p[11], p[12], p[13], p[14]);
and #(1) (e[113], g[7], p[8], p[9], p[10], p[11], p[12], p[13], p[14]);
and #(1) (e[114], g[8], p[9], p[10], p[11], p[12], p[13], p[14]);
and #(1) (e[115], g[9], p[10], p[11], p[12], p[13], p[14]);
and #(1) (e[116], g[10], p[11], p[12], p[13], p[14]);
and #(1) (e[117], g[11], p[12], p[13], p[14]);
and #(1) (e[118], g[12], p[13], p[14]);
and #(1) (e[119], g[13], p[14]);
or #(1) (c[14], e[105], e[106], e[107], e[108], e[109], e[110], e[111], e[112], e[113], e[114], e[115], e[116], e[117], e[118], e[119], g[14]);
and #(1) (e[120], cin, p[0], p[1], p[2], p[3], p[4], p[5], p[6], p[7], p[8], p[9], p[10], p[11], p[12], p[13], p[14], p[15]);
and #(1) (e[121], g[0], p[1], p[2], p[3], p[4], p[5], p[6], p[7], p[8], p[9], p[10], p[11], p[12], p[13], p[14], p[15]);
and #(1) (e[122], g[1], p[2], p[3], p[4], p[5], p[6], p[7], p[8], p[9], p[10], p[11], p[12], p[13], p[14], p[15]);
and #(1) (e[123], g[2], p[3], p[4], p[5], p[6], p[7], p[8], p[9], p[10], p[11], p[12], p[13], p[14], p[15]);
and #(1) (e[124], g[3], p[4], p[5], p[6], p[7], p[8], p[9], p[10], p[11], p[12], p[13], p[14], p[15]);
and #(1) (e[125], g[4], p[5], p[6], p[7], p[8], p[9], p[10], p[11], p[12], p[13], p[14], p[15]);
and #(1) (e[126], g[5], p[6], p[7], p[8], p[9], p[10], p[11], p[12], p[13], p[14], p[15]);
and #(1) (e[127], g[6], p[7], p[8], p[9], p[10], p[11], p[12], p[13], p[14], p[15]);
and #(1) (e[128], g[7], p[8], p[9], p[10], p[11], p[12], p[13], p[14], p[15]);
and #(1) (e[129], g[8], p[9], p[10], p[11], p[12], p[13], p[14], p[15]);
and #(1) (e[130], g[9], p[10], p[11], p[12], p[13], p[14], p[15]);
and #(1) (e[131], g[10], p[11], p[12], p[13], p[14], p[15]);
and #(1) (e[132], g[11], p[12], p[13], p[14], p[15]);
and #(1) (e[133], g[12], p[13], p[14], p[15]);
and #(1) (e[134], g[13], p[14], p[15]);
and #(1) (e[135], g[14], p[15]);
or #(1) (c[15], e[120], e[121], e[122], e[123], e[124], e[125], e[126], e[127], e[128], e[129], e[130], e[131], e[132], e[133], e[134], e[135], g[15]);
xor #(2) (sum[0],p[0],cin);
xor #(2) x[15:1](sum[15:1],p[15:1],c[14:0]);
buf #(1) (cout, c[15]);
PGGen pggen[15:0](g[15:0],p[15:0],a[15:0],b[15:0]);
endmodule
==> results.env <==
FRACTION_OF_LAYOUT_INSTANCES_USING_A_DRIVE_STRENGTH_ABOVE_1_PCT=5.442
POWER.SHARE.CLOCK_PCT=0
WORST-PATH-BUF-INV=2
GLOBAL_ROUTE.OVERFLOW_TOTAL=0
CRITICAL-PATH-MAX-STAGE-DELAY_NS=0.55
SYNTH.LARGEST_AREA_CELL='sky130_fd_sc_hd__ha_1'
LARGEST_NET_DEGREE_AT_THE_START_OF_GLOBAL_ROUTING=9
PATH_CLASS='in2out'
DIE_Y_UM=112
SETUP_VIOL_COUNT_FINAL=0
TIMING.SLEW.HEADROOM_PCT=76.37
FIRST_GLOBAL_VIAS=898
HPWL_DETAILED_UM=2676
CTS_HOLD_BUFFERS=0
CRITICAL_PATH.STARTPOINT_TYPE='input port'
NUM_VIAS=914
REPORT.FINAL.SLEW_VIOL_COUNT=0
TIMING.MAX_CAP.VIOLATIONS=0
WIRE_LENGTH_OF_THE_FIRST_GLOBAL_ROUTING_PASS_UM=4747
TIMING.CRITICAL_PATH.SLOWEST_STAGE_CELL='sky130_fd_sc_hd__clkdlybuf4s50_1'
RSZ_0062_RAISED_AFTER_GLOBAL_ROUTING='no'
NET-SWITCHING-POWER_uW=76.14
YOSYSMOSTFREQUENTCELL='sky130_fd_sc_hd__ha_1'
REMAINING_DRC_ERRORS=0
GP_CONGESTION=0.7549
AVGVIACOUNTPERCELL=3.627
MOST_COMMON_LIBRARY_CELLS_AFTER_SYNTHESIS='17 x sky130_fd_sc_hd__ha_1, 10 x sky130_fd_sc_hd__a21oi_1, 7 x sky130_fd_sc_hd__a21o_1'
POST-ROUTE-MIN-PERIOD_NS=4.129
CRIT_FAMILY='buffers and inverters'
NUM_ROWS=33
NATURE_OF_THE_CRITICAL_PATH_ENDPOINT='output pin'
AREA.SEQUENTIAL_UM2=0
YOSYS.CELL_TYPES.COUNT=33
SYN_AREA_UM2=774.5
WORST_SLEW_PIN_SLEW_NS=0.3545
DIE-WIDTH_UM=112
CRITICAL_PATH.CELL_CHAIN='clkdlybuf4s50_1 > ha_4 > a211oi_1 > or3b_4 > nand2_1 > a311o_1 > o211ai_1 > clkdlybuf4s50_1'
TOP_AREA_SHARE_PCT=27.46
SETUP-TNS-FINAL_NS=0
AREA_LEADERS='sky130_fd_sc_hd__ha_1 27%, sky130_fd_sc_hd__a21o_1 6.8%, sky130_fd_sc_hd__xnor2_1 6.8%'
MIN_PERIOD_OVER_PERIOD_PCT=96.02
FLOORPLAN.IO_PINS=49
OUTCOME='finished clean'
FMAX_MHz=242.2
CLASS_OF_THE_MOST_CRITICAL_HOLD_TIMING_PATH='in2out'
FLOORPLAN.CORE_AREA_MM2=0.008217
SYNTH_AREA_PER_CELL_UM2=7.903
P_SW_SHARE_PCT=36.96
FINAL-HOLD-VIOLATION-COUNT=0
WORST_HOLD_SLACK_NS=2.787
PORTBUFFERS=49
POST_SYNTH_INST_COUNT=98
YOSYS-STAT-CELLS=98
YOSYSCHIPAREA_UM2=774.5
IRDROPWORSTVDD_mV=0.06365
NUMBER_OF_CELLS_ON_THE_CRITICAL_PATH=8
POWER.TOTAL_uW=206.0
FF_COUNT=0
HOLDPATHSTAGES=3
INSERTEDDIODECOUNT=0
TOTALWIRELENGTH_UM=2930
SYNTHTOLAYOUTAREAGROWTH_PCT=82.39
CRITPATHARRIVALTIME_NS=3.27
CELL_INTERNAL_PWR_uW=129.9
GRT_ANTENNA_BEFORE_REPAIR=0
SYNTH_WARNINGS=0
DRT_ITER0_MARKERS=14
CP.REQUIRED_NS=3.44
SHARE_COMB_OF_TOTAL_POWER_PCT=100.0
STATIC-LEAKAGE-POWER_nW=0.5765
POWER-PER-CELL-AREA_mW_PER_MM2=145.8
WIRE_PER_INST_UM=11.63
FINAL_LAYOUT_CLOCK_BUFFER_TOTAL=0
TOOL_WARNINGS=33
YOSYSSEQAREASHARE_PCT=0
FP_UTIL_PCT=9.426
FINAL_ANTENNA_NET_COUNT=0
SEQUENTIALPOWERSHARE_PCT=0
DESIGN.DIE.AREA_MM2=0.01254
CRIT_PATH_MAX_FANOUT=3
GRT_UTIL_ALL_LAYERS_PCT=4.489
MOST_FREQUENT_CELL_ON_THE_CRITICAL_PATH='sky130_fd_sc_hd__clkdlybuf4s50_1'
DETAIL_ROUTE.FIRST_PASS.ITERATIONS=4
==> through the flow <==
| stage | instance area [um^2] | utilization, % | setup WS [ns] | std cells |
|---|---|---|---|---|
| after CTS | 1400 | 17.04 | 0.1310 | 252 |
| after detailed placement | 1400 | 17.04 | 0.1321 | 252 |
| after global placement | 1400 | 17.04 | 0.1528 | 252 |
| final | 1413 | 17.19 | 0.1713 | 252 |
| after global routing | 1413 | 17.19 | 0.03928 | 252 |
| after floorplan | 774.5 | - | 1.239 | 98 |
==> layout by cell type, fill, tap and decap left out, types with 2 or more instances in the layout <==
cell type                         synthesis  routed
sky130_fd_sc_hd__clkdlybuf4s50_1          0      49
sky130_fd_sc_hd__ha_1                    17      16
sky130_fd_sc_hd__a21oi_1                 10      10
sky130_fd_sc_hd__a21o_1                   7       7
sky130_fd_sc_hd__xor2_1                   6       6
sky130_fd_sc_hd__xnor2_1                  6       6
sky130_fd_sc_hd__o21bai_1                 5       5
sky130_fd_sc_hd__nand2_1                  5       5
sky130_fd_sc_hd__nor2_1                   4       4
sky130_fd_sc_hd__inv_1                    3       3
sky130_fd_sc_hd__and4_1                   3       3
sky130_fd_sc_hd__o21ai_1                  3       3
sky130_fd_sc_hd__o211ai_1                 3       3
sky130_fd_sc_hd__a211oi_1                 2       2
sky130_fd_sc_hd__a21oi_2                  2       2
sky130_fd_sc_hd__nor3_1                   2       2
sky130_fd_sc_hd__o21ai_0                  2       2
sky130_fd_sc_hd__a31oi_1                  2       2
sky130_fd_sc_hd__buf_4                    1       2
==> layout make-up <==
cell class	count	area (um^2)
fill	908	6804
multi-input combinational	93	764.5
timing repair buffer	51	505.5
inverter	3	11.26
tap	105	131.4
==> per-layer routing <==
| layer | global-route usage, % | part of all wire (%) |
|---|---|---|
| met4 | 0 | 0 |
| met5 | 0 | 0 |
| met2 | 7.226 | 44 |
| met3 | 1.086 | 6.6 |
| met1 | 6.292 | 49 |
==> worst min-delay path, stage by stage <==
cell and delay, ns:
sky130_fd_sc_hd__clkdlybuf4s50_1 0.46, sky130_fd_sc_hd__ha_1 0.13, sky130_fd_sc_hd__clkdlybuf4s50_1 0.48
==> final timing paths <==
path                  from       to  slack, ns
worst max-delay path  a[1]  sum[13]       0.17
worst min-delay path  b[0]   sum[0]       2.79
==> power by group through the flow <==
stage,clock (mW),sequential [mW],combinational (mW)
5_1_grt,0,0,0.231
6_report,0,0,0.206
4_1_cts,0,0,0.210
==> cells by family after synthesis <==
logic type	after synthesis	synth area share [%]
AND-OR/OR-AND	42	37.48
AND/OR/NAND/NOR	21	15.99
adder cells (fa/ha/maj)	18	30.05
buffers and inverters	5	2.908
XOR/XNOR	12	13.57
==> timing repair <==
| action | CTS | global route |
|---|---|---|
| gates resized | 0 | 1 |
| setup endpoints to repair | 0 | 1 |
| endpoints found under the hold margin | 0 | 0 |
| buffers inserted | 0 | 0 |
Power is estimated from default activity; no workload was simulated.
