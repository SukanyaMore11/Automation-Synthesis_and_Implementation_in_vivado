**./config.mk**
```make
export PLATFORM = sky130hd
export DESIGN_NAME = top_trafficsignal
export DESIGN_NICKNAME = top_trafficsignal
export VERILOG_FILES = /design/flow/design.v
export SDC_FILE = /design/flow/constraint.sdc
export NUM_CORES = 4
export LEC_CHECK = 1
export CORE_UTILIZATION = 40
export SYNTH_HDL_FRONTEND = slang
```
**./constraint.sdc**
```tcl
current_design top_trafficsignal

set clk_period 6.1
set clk_io_pct 0.2

create_clock -name clk0 -period $clk_period [get_ports {clk}]

set non_clock_inputs [all_inputs -no_clocks]
set_input_delay [expr $clk_period * $clk_io_pct] -clock clk0 $non_clock_inputs
set_output_delay [expr $clk_period * $clk_io_pct] -clock clk0 [all_outputs]
```
**./design.v**
```verilog
`timescale 1ns / 1ps
module frequency_divider(clock_in, clock_out);
    input clock_in;                   
    output reg clock_out;            
    reg [27:0] counter = 28'd0;
    parameter total = 28'd100000000;   
    always@(posedge clock_in)begin
        counter <= counter + 28'd1;
        if(counter >= (total-1))begin
            counter <= 28'd0;
        end
        clock_out <= (counter < total/2)?1'b1:1'b0;
        end
endmodule
`timescale 1ns / 1ps
module top_trafficsignal(clk, reset, north_dir, south_dir, east_dir, west_dir, clk_out);
input clk, reset;
output logic [2:0] north_dir, south_dir, east_dir, west_dir;
output logic clk_out;  
parameter [2:0] green = 3'b001, yellow = 3'b010, red = 3'b100;  
typedef enum{north,south,east,west} current_state;  
current_state state;
logic [3:0]count;  
frequency_divider fd(clk, clk_out);  
always@(posedge clk_out)
if(reset)
    begin
        state = north;
        count = 0;
    end
else begin
    case(state)
    north: if(count < 4'b1010)begin  
            north_dir = green;
            south_dir = red;
            east_dir = red;
            west_dir = red;
            count = count +1;
            end
            else if(count >= 4'b1010 && count < 4'b1110)begin  
            north_dir = yellow;
            south_dir = red;
            east_dir = red;
            west_dir = red;
            count = count +1;
            end 
            else begin  
            state = south;
            count = 4'b0000;    
            end
    south: if(count < 4'b1010)begin
            north_dir = red;
            south_dir = green;
            east_dir = red;
            west_dir = red;
            count = count +1;
            end
            else if(count >= 4'b1010 && count < 4'b1110)begin
            north_dir = red;
            south_dir = yellow;
            east_dir = red;
            west_dir = red;
            count = count +1;
            end 
            else begin
            state = east;
            count = 4'b0000;    
            end
    east: if(count < 4'b1010)begin
            north_dir = red;
            south_dir = red;
            east_dir = green;
            west_dir = red;
            count = count +1;
            end
            else if(count >= 4'b1010 && count < 4'b1110)begin
            north_dir = red;
            south_dir = red;
            east_dir = yellow;
            west_dir = red;
            count = count +1;
            end 
            else begin
            state = west;
            count = 4'b0000;    
            end
    west: if(count < 4'b1010)begin
            north_dir = red;
            south_dir = red;
            east_dir = red;
            west_dir = green;
            count = count +1;
            end
            else if(count >= 4'b1010 && count < 4'b1110)begin
            north_dir = red;
            south_dir = red;
            east_dir = red;
            west_dir = yellow;
            count = count +1;
            end 
            else begin
            state = north;
            count = 4'b0000;    
            end                        
    endcase
end
endmodule
```
**./run.sh**
```bash
#!/bin/bash
# OpenROAD 26Q1-2900-gdf79404cd8, Yosys 0.63+post, stock flow scripts
make -C /OpenROAD-flow-scripts/flow DESIGN_CONFIG=/design/flow/config.mk WORK_HOME=/design/flow/orfs finish
```
==> results.txt <==
flow finished, numbers: endpoint type of the worst setup path=output port, num rows=26, total core area=5200 µm², fillers=510, Cells after Synth=~230, Peak Freq=0.367 GHz, DR iter-0 viols=about 92, leakage=0.000788 µW, drt first pass iters=4, DR DRC count=0, first-pass GRT wire length=7170 µm, Reg clk slew, reported paths=~60 ps, max capacitance violation total=0, most numerous logic cell after layout=dfxtp_1, critical path's top delay family=flip-flops, total wire length=just under 4000 µm, Worst path max stage delay=between 600 and 700 ps, floorplan utilization=42.1%, worst path required time=~5000 ps, Pwr Total=about 370 µW, sequential element share of the synthesized area=about 50%, post-CTS setup buffers=0, H-Tree Depth=2, clk ins delay skew pair=between 200 and 300 ps, CP startpoint kind=flop, dpl hpwl=~2700 µm, Syn Area/Cell=between 9 and 10 µm², CTS tree=done, reg2reg setup slack=~3900 ps, fin crit period=about 2700 ps, Yosys chip area=2190 µm², vias in the first global route=roughly 1.6k, CP Max Fanout=21, CTS root buf=clkbuf_8, WL per Instance=12.1 µm, grt ovf=0, die area=5770 µm², dpl cells=311, die width=76.0 µm, crit path cell chain=clkdlybuf4s50_1, Die Span Y=about 76 µm, hold_buf cts=0, Power Dens Cells=149 nW/µm², Routability Congestion=0.860, Setup Total Neg Slack=0 ps, YS warnings=0, DP Area=2390 µm², Final ANT Viol Nets=0, largest net degree at the start of global routing=22, endpoints left unconstrained=approximately 44, Max IR drop VDD=around 160 µV, Top cells excl fill/tap=dfxtp_1 (37), nor2_1 (28), a21oi_1 (23), clk buf depth=2, via density per instance=5.22, register pins left without a clock=20, Synthesized registers=~50, crit path DAT=approximately 1500 ps, diode count=0, Hold Violations, Final=0, OpenROAD warning count=27, Post-Layout Cell Count=between 300 and 400, post-synthesis cell count from yosys=approximately 230, Final Max Tran Viols=0, setup violators final=0, Ports=15, register area=between 1000 and 1500 µm², Slew HR=between 60% and 70%, DR vias=~1.7k, status=completed, layout cells sized above 1=approximately 6%, CP max-delay cell=dfxtp_1, mapped cell area=between 2000 and 2500 µm², unrepaired setup endpoints after global routing=no, Final period util=roughly 45%, Logic area=slightly above 1000 µm², CTS Buf Count=5, IO buf count=14, min-delay worst type=reg -> reg, Total GRT Usage=between 15 and 20%, measured slew at the worst slew-check pin=roughly 560 ps, Worst Path Buf+Inv=1, CTS resizes=0, initial antenna violation count=0, distinct cell type count after synthesis=39, Fin Clk Skew=slightly above 5 ps, crit path kind=reg -> out, area added between synthesis and finish=12.9%, Design Area, Final=approximately 2500 µm²
==> through the flow <==
step	setup slack (ps)	util [%]	hold slack (ps)
after floorplan	4230	-	414
after global placement	3660	45.9	433
after detailed placement	3650	45.9	441
after CTS	3350	47.5	455
after global routing	3290	47.5	493
final	3370	47.5	451
==> state kept, by name, summed over array words and instances (netlist names) <==
| signal | count |
|---|---|
| south_dir | 3 |
| fd.counter | 28 |
| state | 4 |
| count | 4 |
| north_dir | 3 |
| east_dir | 3 |
| west_dir | 3 |
| fd.clock_out | 1 |
==> Yosys cell counts <==
cell type	n	area share (%)
a211o_1	1	0.40
a21o_1	1	0.34
a21oi_1	23	5.3
a311o_1	1	0.46
a31o_2	1	0.40
a41oi_1	1	0.40
and2_1	5	1.4
and3_1	3	0.86
and4_1	2	0.80
and4_2	1	0.46
buf_2	4	0.91
buf_6	1	0.51
clkbuf_1	5	0.86
conb_1	1	0.17
dfxtp_1	37	34
edfxtp_1	12	16
ha_1	3	1.7
inv_1	5	0.86
nand2_1	16	2.7
nand3_1	9	2.1
nand3b_1	1	0.34
nand4_1	7	2.0
nand4_4	1	0.97
nand4b_1	2	0.80
nor2_1	28	4.8
nor3_1	10	2.3
nor4_1	5	1.4
o2111ai_1	1	0.40
o211ai_1	1	0.34
o21a_1	1	0.34
o21ai_0	8	1.8
o31ai_1	7	2.4
or3_1	7	2.0
or3b_2	1	0.40
or4_1	7	2.4
or4_4	1	0.51
or4bb_1	2	1.0
xnor2_1	7	2.8
xor2_1	5	2.0
==> worst paths after layout <==
kind	startpoint	end	cells after the start
setup reg to reg	fd.counter[25]$_SDFF_PP0_	fd.counter[16]$_SDFF_PP0_	5
setup / recovery	fd.clock_out$_DFF_P_	clk_out	1
hold reg to reg	fd.counter[0]$_SDFF_PP0_	fd.counter[0]$_SDFF_PP0_	1
hold / removal	fd.counter[0]$_SDFF_PP0_	fd.counter[0]$_SDFF_PP0_	1
==> area by class of cell <==
type / instances / area share (%)
Clock buffer: 6 / 2.94
Clock inverter: 2 / 0.405
Inverter: 5 / 0.759
Multi-Input combinational cell: 170 / 41.2
Sequential cell: 49 / 44.5
Tap cell: 70 / 3.54
Timing Repair Buffer: 17 / 6.58
==> cells by family after synthesis <==
logic type | Yosys count | synth area share, %
other | 1 | 0.171
buffers and inverters | 15 | 3.14
xor gates and xnor gates | 12 | 4.80
DFF | 49 | 50.3
AOI/OAI and AO/OA | 46 | 12.6
adders and majority gates | 3 | 1.71
and+or+nand+nor | 108 | 27.3
==> routing by layer <==
layer / vias up / global-route usage [%] / share of wire [%]
li1: 885 / - / -
met1: 758 / 24.1 / 51
met2: 21 / 24.1 / 46
met3: 2 / 2.68 / 3.0
met4: 0 / 1.54 / 0.21
met5: - / 0 / 0
==> where the power goes <==
group	leakage [µW]	switching [µW]	total [µW]	internal (µW)
sequential	0.000410	4.13	206	202
clock	0.0000450	69.1	148	78.8
combinational	0.000333	7.91	14.7	6.74
total	0.000788	81.1	369	287
Power is estimated from default activity; no workload was simulated.
